`flow/config.mk`:
```
export PLATFORM = sky130hd
export DESIGN_NAME = decode
export DESIGN_NICKNAME = decode
export VERILOG_FILES = /design/flow/design.v
export SDC_FILE = /design/flow/constraint.sdc
export NUM_CORES = 4
export LEC_CHECK = 1
export CORE_UTILIZATION = 30
```
`flow/constraint.sdc`:
```
current_design decode

set clk_period 11.0
set clk_io_pct 0.2

create_clock -name clk0 -period $clk_period [get_ports {clk}]

set non_clock_inputs [all_inputs -no_clocks]
set_input_delay [expr $clk_period * $clk_io_pct] -clock clk0 $non_clock_inputs
set_output_delay [expr $clk_period * $clk_io_pct] -clock clk0 [all_outputs]
```
`flow/design.v`:
```
module control(
	input [4:0] instr,
	input [1:0] op,
	output[1:0] regdest,
	output zext, imm8, jumpl, jumpr, jumpi, branch, m2r, memrd, memwr, ALU_src, regwrite, err, halt,
	output [4:0] ALU_op);
	reg [17:0] instr_demux;
	assign halt = instr_demux[17];
	assign regdest[1:0] = instr_demux[16:15];
	assign jumpl = instr_demux[14] & ~halt;
	assign jumpr = instr_demux[13] & ~halt;
	assign jumpi = instr_demux[12] & ~halt;
	assign branch = instr_demux[11] & ~halt;
	assign m2r = instr_demux[10];
	assign memrd = instr_demux[9];
	assign memwr = instr_demux[8] & ~halt;
	assign ALU_src = instr_demux[7];
	assign regwrite = instr_demux[6] & ~halt;
	assign err = instr_demux[5];
	assign ALU_op = instr_demux[4:0];
	assign imm8 = (instr[4:2] == 3'b011) || ({instr[4:2], instr[0]} == 4'b0011) || instr == 5'b11000 || instr == 5'b10010;
	assign zext = (instr==5'b01010) || (instr==5'b01011) || (instr==5'b10010);
	always @ (instr, op)
	 begin
	  casex (instr)				    
		5'b00000 : instr_demux = 18'b100000000000000000;  
		5'b00001 : instr_demux = 18'b000000000000000000;  
		5'b0001x : instr_demux = 18'b000000000000100000;  
		5'b00100 : instr_demux = 18'b000001000000000000;  
		5'b00110 : instr_demux = 18'b011101000001000000;  
		5'b00101 : instr_demux = 18'b000010000010000000;  
		5'b00111 : instr_demux = 18'b011110000011000000;  
		5'b010xx : begin instr_demux[17:2] = 16'b0010000000110000; instr_demux[1:0] = instr[1:0]; end  
		5'b011xx : begin instr_demux[17:2] = 16'b0000001000100011; instr_demux[1:0] = instr[1:0]; end  
		5'b10000 : instr_demux = 18'b000000000110000000;  
		5'b10001 : instr_demux = 18'b001000011011000000;  
		5'b10010 : instr_demux = 18'b010000000011010001;  
		5'b10011 : instr_demux = 18'b010000000111000000;  
		5'b101xx : begin instr_demux[17:2] = 16'b0010000000110001; instr_demux[1:0] = instr[1:0]; end  
		5'b11000 : instr_demux = 18'b010000000011010000;  
		5'b11001 : instr_demux = 18'b000000000001010010;  
		5'b1101x : instr_demux = {15'b000000000001000, ~instr[0], op};
		5'b111xx : begin instr_demux[17:2] = 16'b0000000000010010; instr_demux[1:0] = instr[1:0]; end  
		5'b????? : instr_demux = 18'b000000000000000000;  
	  endcase
	 end
endmodule 
module decode(
	input [15:0] instr, write_data,
	input clk, rst, wb_regwrite,
	input [2:0] wb_writesel,
	input valid,
	output jumpr, jumpi, jumpl, branch, memtoreg, memread, memwrite, ALU_Source, halt, regwrite,
	output [15:0] read1data, read2data, imm,
	output [2:0] writesel,
	output [4:0] ALU_op,
	output err);
	wire [1:0] regdest;
	wire [1:0] err_internal;
	wire imm8, zext;
	assign err = |err_internal;
	assign imm[4:0] = instr[4:0];
	assign imm[15:5] = jumpi ? ({{5{zext ? 1'b0 : instr[10]}}, instr[10:5]}) : imm8 ? ({{8{zext ? 1'b0 : instr[7]}}, instr[7:5]}) : ({11{zext ? 1'b0 : instr[4]}});
	control control0 (.instr (valid ? instr[15:11] : 5'b00001), .op (instr[1:0]), .branch(branch), .halt (halt),
					  .m2r(memtoreg), .memrd(memread), .memwr(memwrite), .ALU_op(ALU_op),
					  .ALU_src (ALU_Source), .jumpi(jumpi), .jumpr(jumpr), .jumpl (jumpl),
					  .regwrite(regwrite), .regdest(regdest), .err(err_internal[1]), .imm8 (imm8), .zext (zext));
	assign writesel = regdest[1] ? (regdest[0] ? 3'b111 : instr[10:8]): regdest[0] ? instr[7:5] : instr[4:2];
	rf_bypass regFile0 (.read1data (read1data), .read2data (read2data), .err (err_internal[0]),
				 .clk (clk), .rst (rst), .read1regsel (instr[10:8]), .read2regsel (instr[7:5]),
				 .writeregsel (wb_writesel), .writedata (write_data), .write (wb_regwrite));
endmodule 
module dff (q, d, clk, rst);
    output         q;
    input          d;
    input          clk;
    input          rst;
    reg            state;
    assign #(1) q = state;
    always @(posedge clk) begin
      state = rst? 0 : d;
    end
endmodule
module dffen(q, d, en, clk, rst);
  output q;
  input d;
  input en;
  input clk;
  input rst;
  dff dff(.q (q), .d (en ? d : q), .clk (clk), .rst (rst));
endmodule
module dffen16(q, d, clk, rst, en);
  output [15:0] q;
  input [15:0] d;
  input clk;
  input rst;
  input en;
  dffen dff0(.q (q[0]),  .d (d[0]),  .clk (clk), .rst (rst), .en (en));
  dffen dff1(.q (q[1]),  .d (d[1]),  .clk (clk), .rst (rst), .en (en));
  dffen dff2(.q (q[2]),  .d (d[2]),  .clk (clk), .rst (rst), .en (en));
  dffen dff3(.q (q[3]),  .d (d[3]),  .clk (clk), .rst (rst), .en (en));
  dffen dff4(.q (q[4]),  .d (d[4]),  .clk (clk), .rst (rst), .en (en));
  dffen dff5(.q (q[5]),  .d (d[5]),  .clk (clk), .rst (rst), .en (en));
  dffen dff6(.q (q[6]),  .d (d[6]),  .clk (clk), .rst (rst), .en (en));
  dffen dff7(.q (q[7]),  .d (d[7]),  .clk (clk), .rst (rst), .en (en));
  dffen dff8(.q (q[8]),  .d (d[8]),  .clk (clk), .rst (rst), .en (en));
  dffen dff9(.q (q[9]),  .d (d[9]),  .clk (clk), .rst (rst), .en (en));
  dffen dffA(.q (q[10]), .d (d[10]), .clk (clk), .rst (rst), .en (en));
  dffen dffB(.q (q[11]), .d (d[11]), .clk (clk), .rst (rst), .en (en));
  dffen dffC(.q (q[12]), .d (d[12]), .clk (clk), .rst (rst), .en (en));
  dffen dffD(.q (q[13]), .d (d[13]), .clk (clk), .rst (rst), .en (en));
  dffen dffE(.q (q[14]), .d (d[14]), .clk (clk), .rst (rst), .en (en));
  dffen dffF(.q (q[15]), .d (d[15]), .clk (clk), .rst (rst), .en (en));
endmodule
module mux8_1x16(A, B, C, D, E, F, G, H, S, Out);
  input [15:0] A, B, C, D, E, F, G, H;
  input [2:0] S;
  output [15:0] Out;
  assign Out =
    S[2]
      ? (S[1]
        ? (S[0] ? H : G)
        : (S[0] ? F : E))
      : (S[1]
        ? (S[0] ? D : C)
        : (S[0] ? B : A));
endmodule
module rf ( read1data, read2data, err,  
            clk, rst, read1regsel, read2regsel, writeregsel, writedata, write  
          );
   input clk, rst;
   input [2:0]  read1regsel;
   input [2:0]  read2regsel;
   input [2:0]  writeregsel;
   input [15:0] writedata;
   input        write;
   output [15:0] read1data;
   output [15:0] read2data;
   output        err;
   wire [15:0] q0, q1, q2, q3, q4, q5, q6, q7;
   wire [15:0] d0, d1, d2, d3, d4, d5, d6, d7;
   assign err = 0;
   assign d0 = (writeregsel == 0) && write ? writedata : q0;
   assign d1 = (writeregsel == 1) && write ? writedata : q1;
   assign d2 = (writeregsel == 2) && write ? writedata : q2;
   assign d3 = (writeregsel == 3) && write ? writedata : q3;
   assign d4 = (writeregsel == 4) && write ? writedata : q4;
   assign d5 = (writeregsel == 5) && write ? writedata : q5;
   assign d6 = (writeregsel == 6) && write ? writedata : q6;
   assign d7 = (writeregsel == 7) && write ? writedata : q7;
   mux8_1x16 r1mux(.A (q0), .B (q1), .C (q2), .D (q3), .E (q4), .F (q5),
      .G (q6), .H (q7), .S (read1regsel), .Out (read1data));
   mux8_1x16 r2mux(.A (q0), .B (q1), .C (q2), .D (q3), .E (q4), .F (q5),
      .G (q6), .H (q7), .S (read2regsel), .Out (read2data));
   dffen16 reg0(.q (q0), .d (d0), .clk (clk), .rst (rst), .en (1'b1));
   dffen16 reg1(.q (q1), .d (d1), .clk (clk), .rst (rst), .en (1'b1));
   dffen16 reg2(.q (q2), .d (d2), .clk (clk), .rst (rst), .en (1'b1));
   dffen16 reg3(.q (q3), .d (d3), .clk (clk), .rst (rst), .en (1'b1));
   dffen16 reg4(.q (q4), .d (d4), .clk (clk), .rst (rst), .en (1'b1));
   dffen16 reg5(.q (q5), .d (d5), .clk (clk), .rst (rst), .en (1'b1));
   dffen16 reg6(.q (q6), .d (d6), .clk (clk), .rst (rst), .en (1'b1));
   dffen16 reg7(.q (q7), .d (d7), .clk (clk), .rst (rst), .en (1'b1));
endmodule
module rf_bypass (read1data, read2data, err,
    clk, rst, read1regsel, read2regsel, writeregsel, writedata, write);
  input clk, rst;
  input [2:0] read1regsel;
  input [2:0] read2regsel;
  input [2:0] writeregsel;
  input [15:0] writedata;
  input        write;
  output [15:0] read1data;
  output [15:0] read2data;
  output        err;
  wire [15:0] r1d, r2d;
  assign read1data = (write && (read1regsel == writeregsel)) ? writedata : r1d;
  assign read2data = (write && (read2regsel == writeregsel)) ? writedata : r2d;
  rf rf0(.clk (clk), .rst (rst),
    .read1regsel (read1regsel),
    .read2regsel (read2regsel),
    .writeregsel (writeregsel),
    .writedata (writedata), .write (write), .err (err),
    .read1data (r1d), .read2data (r2d));
endmodule
```
`flow/run.sh`:
```
#!/bin/bash
# OpenROAD 26Q1-2900-gdf79404cd8, Yosys 0.63+post, stock flow scripts
make -C /OpenROAD-flow-scripts/flow DESIGN_CONFIG=/design/flow/config.mk WORK_HOME=/design/flow/orfs finish
```
==> results_slide.txt <==
Run Summary

Status
  • Status: completed

Pwr
  • Sw Share: 0.244
  • VDD IR-drop max: 0.104 mV
  • Static Leakage: 3.06 nW
  • Power share of the sequential group: 0.397
  • Sw Pwr: 295 uW
  • Logic pwr share: 0.141
  • Pwr dens: 131 nW/um^2
  • Power, Total: 1.21 mW
  • Int Pwr: 914 uW
  • Clock group share of total power: 0.462

Clock tree
  • CTS tree: done
  • Clk latency late pin: 0.41 ns
  • H-Tree Depth: 4
  • Max Root-Sink Buffers: 2
  • Num CTS Buffers: 17
  • # Post-CTS Setup Buffers: 0
  • Worst-path clk slew: 0.05 ns
  • CTS Root Buffer Type: clkbuf_16
  • Number of gates resized after CTS: 0
  • Sink Count: 128
  • Hold buffer count at cts: 0

Route
  • Via density: 5.18
  • DRT antenna net count: 0
  • Total number of vias: 6716
  • Sum of routed wire segments on met1: 9880 um
  • Detailed route wirelength on metal3: 1700 um
  • WL/cell: 18.4 um
  • Drt drc: 0
  • Top sig layer: met4
  • Antenna diodes: 0
  • Initial DRC count: 629
  • TritonRoute pass-1 iters: 5
  • DR WL met2: 11900 um
  • Routed WL: 23900 um

Floorplanning
  • IO Count: 106
  • FP Rows: 57
  • Die area: 25800 um^2
  • Die Span Y: 161 um
  • Initial cell density of the core: 0.308
  • Die width: 161 um
  • Core Box Area: 24500 um^2

Yosys
  • Synth async-reset ratio: 0
  • Top cells by area: dfxtp_1 34%, mux4_2 19%, nand2_1 15%, a21oi_1 9.7%, mux2i_1 2.4%
  • Syn Area/Cell: 8.27 um^2
  • Post-synth top area cell: dfxtp_1
  • Syn Inst Count: 914
  • Netlist cell types: 51
  • Seq cells post-synth: 128
  • Yosys cell count: 914
  • Seq/Total Area, Yosys: 0.339
  • Yosys chip area: 7560 um^2
  • Synth Flop Type: dfxtp_1
  • Number of enable flip-flop cells: 0
  • Top-area cell share: 0.339
  • Mapped cell area: 7560 um^2
  • Top cells by count, synth: 301 x nand2_1, 147 x a21oi_1, 128 x dfxtp_1
  • Synth top cell by count: nand2_1
  • Yosys warning total: 2

Worst setup path
  • Worst setup path start: instr[15]
  • Worst r2r path cells: 2
  • CP max FO: 20
  • R2R setup slack: 10.34 ns
  • Worst r2r src: regFile0.rf0.reg0.dff8.dff.state
  • CP Launch Type: input port
  • Capturing point of the worst reg2reg path: regFile0.rf0.reg0.dff8.dff.state
  • Worst Setup End Kind: primary output
  • CP required: 8.80 ns
  • Worst Path Arrival: 4.75 ns
  • Worst setup path end: imm[15]
  • Crit path kind: input port to primary output

Final timing
  • Crit path time final: 6.95 ns
  • Fmax: 0.144 GHz
  • Max Slew Vio Count: 0
  • Fin Clk Skew: 0 ns
  • Slew @ Worst Pin: 0.833 ns
  • Setup_tns: 0 ns
  • Final Cycle Share: 0.632
  • RSZ-0062 raised after global routing: false
  • Slew headroom: 0.443
  • Final setup violation count: 0
  • Final Hold Viols: 0

Global route
  • Final global-route overflow total: 0
  • Vias in the first global route: 6565
  • Largest net degree at the start of global routing: 71
  • Tot GR Track Use: 0.195
  • First-pass GRT wire length: 37600 um
  • Initial antenna violation count: 0

Finish
  • Layout cells sized above 1: 0.140
  • Storage cell area: 2560 um^2
  • Final Util: 0.376
  • Fill count: 2492
  • Area grow syn2layout: 21.9%
  • Comb. cell area: 4450 um^2

Job
  • Max-cap viol count: 0
  • OpenROAD warnings: 25

Place
  • Detailed Place HPWL: 14300 um
  • IO buf count: 105
  • GP Congestion: 0.803

Worst hold path
  • Hold Crit Class: register to register
[worst min path at each step]
stage         cells past startpoint                          endpoint  slack (ns)                             start
CTS                               2  regFile0.rf0.reg6.dff4.dff.state        0.46  regFile0.rf0.reg6.dff4.dff.state
global route                      2  regFile0.rf0.reg7.dff1.dff.state        0.48  regFile0.rf0.reg7.dff1.dff.state
finish                            2  regFile0.rf0.reg5.dffA.dff.state        0.46  regFile0.rf0.reg5.dffA.dff.state
[layout make-up]
type	instances	share of cell area
multi-input cells	683	0.483
inverters	4	0.00163
clock inverters	6	0.00869
repair buffers	128	0.130
clock buffers	24	0.0544
well taps	324	0.0440
flip-flops and latches	128	0.278
[kinds of logic (layout without fill, tap and decap cells)]
logic type / after synthesis / after routing / share of synthesized area
XOR/XNOR: 9 / 9 / 0.0104
flip-flops: 128 / 128 / 0.339
AND/OR/NAND/NOR: 395 / 395 / 0.219
multiplexers: 82 / 82 / 0.214
buffers and inverters: 103 / 162 / 0.0725
AND-OR/OR-AND: 197 / 197 / 0.145
[power by group through the flow]
stage / logic [mW] / clock network, mW / registers, mW
CTS: 0.172 / 0.564 / 0.480
global route: 0.185 / 0.590 / 0.481
finish: 0.171 / 0.558 / 0.480
[layer usage]
metal  up-vias  track usage
met1      3169        0.265
met4         0       0.0356
met5         -            0
met3        38       0.0419
li1       3255            -
met2       254        0.328
[placed cells by master (no fill, tap or decap), drive strengths merged, types with 4 or more instances in the layout]
| cell | n |
|---|---|
| o21ai | 13 |
| nor2b | 7 |
| buf | 28 |
| inv | 4 |
| clkinv | 4 |
| and3 | 5 |
| nor2 | 47 |
| a21oi | 147 |
| nand3 | 5 |
| a21boi | 6 |
| mux2i | 18 |
| nor3 | 5 |
| clkbuf | 24 |
| nand2b | 10 |
| nand2 | 302 |
| clkdlybuf4s50 | 100 |
| mux4 | 64 |
| a31oi | 16 |
| xnor2 | 7 |
| dfxtp | 128 |
[through the flow]
step	instance area [um^2]	hold slack, ns	worst slack, ns	std cells
final	9220	0.462	4.05	1297
after floorplan	7560	0.443	5.35	914
after CTS	9220	0.464	4.05	1297
after global placement	8640	0.450	4.11	1267
after detailed placement	8640	0.457	4.06	1267
after global routing	9220	0.479	3.86	1297
[critical path, stage by stage]
cell	delay, ns
clkdlybuf4s50_1	0.93
nand2b_1	0.23
o32ai_4	0.37
mux2i_1	0.19
o21ai_1	0.31
clkdlybuf4s50_1	0.52
Power figures rest on the tool's default switching activity, not on a simulated workload.
