`flow/run.sh`:
```
#!/bin/bash
# OpenROAD 26Q1-2900-gdf79404cd8, Yosys 0.63+post, stock flow scripts
make -C /OpenROAD-flow-scripts/flow DESIGN_CONFIG=/design/flow/config.mk WORK_HOME=/design/flow/orfs finish
```
`flow/config.mk`:
```
export PLATFORM = sky130hd
export DESIGN_NAME = pipe_decode
export DESIGN_NICKNAME = pipe_decode
export VERILOG_FILES = /design/flow/design.v
export SDC_FILE = /design/flow/constraint.sdc
export NUM_CORES = 4
export LEC_CHECK = 1
export CORE_UTILIZATION = 50
```
`flow/constraint.sdc`:
```
current_design pipe_decode

set clk_period 1.0
set clk_io_pct 0.2

create_clock -name clk0 -period $clk_period [get_ports {clk}]

set non_clock_inputs [all_inputs -no_clocks]
set_input_delay [expr $clk_period * $clk_io_pct] -clock clk0 $non_clock_inputs
set_output_delay [expr $clk_period * $clk_io_pct] -clock clk0 [all_outputs]
```
`flow/design.v`:
```
module dff (q, d, clk, rst);
    output         q;
    input          d;
    input          clk;
    input          rst;
    reg            state;
    assign #(1) q = state;
    always @(posedge clk) begin
      state = rst? 0 : d;
    end
endmodule
module dffen(q, d, en, clk, rst);
  output q;
  input d;
  input en;
  input clk;
  input rst;
  dff dff(.q (q), .d (en ? d : q), .clk (clk), .rst (rst));
endmodule
module dffen16(q, d, clk, rst, en);
  output [15:0] q;
  input [15:0] d;
  input clk;
  input rst;
  input en;
  dffen dff0(.q (q[0]),  .d (d[0]),  .clk (clk), .rst (rst), .en (en));
  dffen dff1(.q (q[1]),  .d (d[1]),  .clk (clk), .rst (rst), .en (en));
  dffen dff2(.q (q[2]),  .d (d[2]),  .clk (clk), .rst (rst), .en (en));
  dffen dff3(.q (q[3]),  .d (d[3]),  .clk (clk), .rst (rst), .en (en));
  dffen dff4(.q (q[4]),  .d (d[4]),  .clk (clk), .rst (rst), .en (en));
  dffen dff5(.q (q[5]),  .d (d[5]),  .clk (clk), .rst (rst), .en (en));
  dffen dff6(.q (q[6]),  .d (d[6]),  .clk (clk), .rst (rst), .en (en));
  dffen dff7(.q (q[7]),  .d (d[7]),  .clk (clk), .rst (rst), .en (en));
  dffen dff8(.q (q[8]),  .d (d[8]),  .clk (clk), .rst (rst), .en (en));
  dffen dff9(.q (q[9]),  .d (d[9]),  .clk (clk), .rst (rst), .en (en));
  dffen dffA(.q (q[10]), .d (d[10]), .clk (clk), .rst (rst), .en (en));
  dffen dffB(.q (q[11]), .d (d[11]), .clk (clk), .rst (rst), .en (en));
  dffen dffC(.q (q[12]), .d (d[12]), .clk (clk), .rst (rst), .en (en));
  dffen dffD(.q (q[13]), .d (d[13]), .clk (clk), .rst (rst), .en (en));
  dffen dffE(.q (q[14]), .d (d[14]), .clk (clk), .rst (rst), .en (en));
  dffen dffF(.q (q[15]), .d (d[15]), .clk (clk), .rst (rst), .en (en));
endmodule
module dffen3(
	input [2:0] d,
	output [2:0] q,
	input en, clk, rst);
	dffen d0(.d (d[0]), .q (q[0]), .en (en), .rst (rst), .clk (clk));
	dffen d1(.d (d[1]), .q (q[1]), .en (en), .rst (rst), .clk (clk));
	dffen d2(.d (d[2]), .q (q[2]), .en (en), .rst (rst), .clk (clk));
endmodule 
module dffen5(q, d, en, clk, rst);
  output [4:0] q;
  input [4:0] d;
  input en;
  input clk;
  input rst;
  dffen dff0(.q (q[0]), .d (d[0]), .clk (clk), .rst (rst), .en (en));
  dffen dff1(.q (q[1]), .d (d[1]), .clk (clk), .rst (rst), .en (en));
  dffen dff2(.q (q[2]), .d (d[2]), .clk (clk), .rst (rst), .en (en));
  dffen dff3(.q (q[3]), .d (d[3]), .clk (clk), .rst (rst), .en (en));
  dffen dff4(.q (q[4]), .d (d[4]), .clk (clk), .rst (rst), .en (en));
endmodule
module pipe_decode(
  input [15:0] d_PC_incr,
  input en,
  input d_jumpr, d_jumpi, d_jumpl, d_branch, d_memtoreg, d_memread, d_memwrite, d_ALU_Source, d_halt,
  input [15:0] d_read1data, d_read2data, d_imm,
  input [4:0] d_ALU_op,
  input clk,
  input rst,
  input d_regwrite,
  input [2:0] d_writereg,
  input [15:0] d_instr,
  input nopify,
  output [2:0] q_writereg,
  output q_regwrite,
  output q_jumpr, q_jumpi, q_jumpl, q_branch, q_memtoreg, q_memread, q_memwrite, q_ALU_Source, q_halt,
  output [15:0] q_read1data, q_read2data, q_imm,
  output [4:0] q_ALU_op,
  output [15:0] q_PC_incr,
  output [15:0] q_instr);
  dffen3 regwritereg(.q (q_writereg), .d (nopify ? 3'b000 : d_writereg), .en (en), .clk (clk), .rst (rst));
  dffen16 regpci(.q (q_PC_incr), .d (nopify ? 16'h0000 : d_PC_incr), .en (en), .clk (clk), .rst (rst));
  dffen regregwr(.q (q_regwrite), .d (nopify ? 1'b0 : d_regwrite), .en (en), .clk (clk), .rst (rst));
  dffen regji(.q (q_jumpi), .d (nopify ? 1'b0 : d_jumpi), .en (en), .clk (clk), .rst (rst));
  dffen regjr(.q (q_jumpr), .d (nopify ? 1'b0 : d_jumpr), .en (en), .clk (clk), .rst (rst));
  dffen regjl(.q (q_jumpl), .d (nopify ? 1'b0 : d_jumpl), .en (en), .clk (clk), .rst (rst));
  dffen regbr(.q (q_branch), .d (nopify ? 1'b0 : d_branch), .en (en), .clk (clk), .rst (rst));
  dffen regm2r(.q (q_memtoreg), .d (nopify ? 1'b0 : d_memtoreg), .en (en), .clk (clk), .rst (rst));
  dffen regmemrd(.q (q_memread), .d (nopify ? 1'b0 : d_memread), .en (en), .clk (clk), .rst (rst));
  dffen regmemwr(.q (q_memwrite), .d (nopify ? 1'b0 : d_memwrite), .en (en), .clk (clk), .rst (rst));
  dffen regalusrc(.q (q_ALU_Source), .d (nopify ? 1'b0 : d_ALU_Source), .en (en), .clk (clk), .rst (rst));
  dffen reghalt(.q (q_halt), .d (nopify ? 1'b0 : d_halt), .en (en), .clk (clk), .rst (rst));
  dffen16 regr1d(.q (q_read1data), .d (nopify ? 16'h0000 : d_read1data), .en (en), .clk (clk), .rst (rst));
  dffen16 regr2d(.q (q_read2data), .d (nopify ? 16'h0000 : d_read2data), .en (en), .clk (clk), .rst (rst));
  dffen16 regimm(.q (q_imm), .d (nopify ? 16'h0000 : d_imm), .en (en), .clk (clk), .rst (rst));
  dffen5 regaluop(.q (q_ALU_op), .d (nopify ? 5'b00000 : d_ALU_op), .en (en), .clk (clk), .rst (rst));
  dffen16 reginstr(.q (q_instr), .d (nopify ? 16'h0000 : d_instr), .en (en), .clk (clk), .rst (rst));
endmodule 
```
==> run summary <==
Register bit count reported by yosys = 98
Unrepaired setup endpoints after global routing = yes
First-pass GRT wire length = 16700 um
Length of the first detailed-routing pass in iterations = 4
Violated checks = setup timing
Clk slew on worst S/H paths = 0.09 ns
Max Clk Rate = 1000 MHz
Distinct cell type count after synthesis = 11
Worst r2r src = reginstr.dff3.dff.state$_SDFFE_PP0P_
Antenna violations before repair = 0
Global Route Usage Sum = 21.6%
Max-slew violation total from the final report = 0
Final GP Congestion = 0.783
Least-Margin Pin Slew = 0.187 ns
Number of buffers added by the clock tree synthesis step = 9
Detailed Route Iter0 Violations = 107
Setup WS post-layout = -0.000125 ns
Shortest period the worst path allows = 1.00 ns
Buf+Inv Stages, Crit Path = 1
Detailed-route wire length = 10700 um
Startpoint class of the critical path = register
Final critical-path share of the clock period = 100%
Floorplan die width = 99.4 um
Number of diodes = 0
Type of the tightest min-delay check = in2reg
H-tree levels = 3
Root cell of the clock tree = clkbuf_8
Post-detailed-route count of antenna-violating nets = 0
Clock power share = 32.3%
CP Max Fanout = 2
Power density cells = 1280 nW/um^2
Warnings, synthesis = 1
Number of gates on the worst path with buffers counted = 1
Largest net degree at the start of global routing = 53
Share of post-route cells with drive strength above 1 = 39.0%
Total clock sinks = 98
Worst setup path class = reg2out
Vias per cell = 4.97
Maximum vdd drop = 0.000890 V
Setup slack of the most critical reg-to-reg path = 0.20 ns
Library cell contributing the largest single delay on the critical path = dfxtp_2
Hold violation count in the final report = 0
FF-to-FF End = reginstr.dff3.dff.state$_SDFFE_PP0P_
Num rows = 35
Std-Cell Core Area = 9200 sq um
Bufs on Longest Clock Path = 2
Mapped Cells = 523
Outcome = finished, violations left
CP cell instances = buf_2
Max-slew headroom = 87.5%
Average footprint of a synthesized cell = 9.07 sq um
Combined area of all synthesized cells = 4740 sq um
Effective utilization at floorplan = 51.6%
Skew final = 0 ns
DIE HEIGHT = 99.4 um
Switching power summed over all nets = 1.80 mW
Pint = 6.05 mW
Routed vias = 3725
DRC violation count after routing = 0
Remaining global-route overflow = 0
Sequential element share of the synthesized area = 41.4%
Chip area in the Yosys report = 4740 sq um
PortBufs = 199
Drt wl/cell = 14.3 um
Number of filler cells placed in the layout = 751
Clock Latency Late Sink = 0.36 ns
Worst path arrival time = 0.80 ns
Worst Setup SP = regpci.dffD.dff.state$_SDFFE_PP0P_
Net switching share of the total power = 22.9%
Final Power = 7.85 mW
Capturing element type of the critical path = output port
Cell family with the largest share of critical-path delay = flip-flops
Num ports = 200
Standby leakage power = 2.44 nW
Worst r2r path cells = 4
Number of warnings in the stage logs = 28
CP peak stage delay = 0.33 ns
Part of the total power dissipated in combinational logic = 14.9%
Timing endpoint of the critical path = q_PC_incr[13]
Number of cell instances after yosys synthesis = 523
Area added between synthesis and finish = 29.1%
HPWL after detailed placement = 7120 um
CTS tree = built
Number of global-route vias before repair = 3440
Post-Place Setup Slack = -0.0158 ns
Required time reported for the critical path endpoint = 0.80 ns
Count of max-cap constraint violations = 0
Total of endpoints with negative setup slack in the final report = 1
Area enclosed by the die boundary = 9880 sq um
Relative contribution of sequential cells to total power = 52.8%
-- final cells by class --
type,instances,area (sq um),area share [%]
clock buffer,11,141,2.31
clock inverter,4,52.6,0.858
multi-input combinational,294,1850,30.3
sequential,98,2080,34.0
tap,111,139,2.27
timing repair buffer,231,1850,30.2
-- power groups by stage --
| stage | Clock, mW | Combinational (mW) | Sequential (mW) |
|---|---|---|---|
| 4_1_cts | 2.63 | 1.16 | 4.14 |
| 5_1_grt | 2.79 | 1.27 | 4.16 |
| 6_report | 2.54 | 1.17 | 4.14 |
-- layout by cell type, fill, tap and decap left out --
cell,instances
a21oi_1,94
a21oi_2,4
buf_12,9
buf_2,98
buf_4,25
buf_6,1
bufinv_16,1
clkbuf_1,1
clkbuf_8,10
clkdlybuf4s50_1,98
clkinvlp_4,3
dfxtp_2,98
nand2b_1,98
nand3b_1,98
-- synthesized netlist by cell type --
master / count / area [sq um]
a21oi_1: 94 / 470
a21oi_2: 4 / 35.0
buf_4: 94 / 706
nand2b_1: 98 / 613
buf_6: 7 / 78.8
clkbuf_2: 3 / 15.0
nand3b_1: 98 / 736
buf_2: 12 / 60.1
dfxtp_1: 98 / 1960
buf_8: 1 / 15.0
clkbuf_1: 14 / 52.6
-- metal layers --
metal,global-route usage (%),vias to the layer above,part of all wire (%),wire [um]
met5,0,-,0,0
met4,3.62,0,1.9,204
met3,6.43,13,8.0,854
met2,33.0,130,44,4760
met1,31.9,1715,46,4900
li1,-,1867,-,-
-- kinds of logic (layout without fill, tap and decap cells) --
kind of cell    Yosys count  after routing  share of synthesized area (%)
flops                    98             98                           41.4
compound gates           98             98                           10.7
simple gates            196            196                           28.4
buf+inv                 131            246                           19.5
-- worst min path at each step --
stage         start                                 end  slack [ns]  cells after the start
finish          rst  regpci.dffF.dff.state$_SDFFE_PP0P_        0.25                      3
global route    rst  regr1d.dffE.dff.state$_SDFFE_PP0P_        0.24                      3
CTS             rst  regr1d.dffA.dff.state$_SDFFE_PP0P_        0.23                      3
-- through the flow --
stage	std cells	area [sq um]	hold slack, ns	TNS (ns)	utilization, %
2_1_floorplan	523	4740	0.364	0	-
3_3_place_gp	714	6140	0.452	-0.0526	66.8
3_5_place_dp	714	6140	0.458	-0.0808	66.8
4_1_cts	744	6080	0.227	-0.548	66.1
5_1_grt	749	6120	0.235	-2.34	66.6
6_report	749	6120	0.248	-0.000125	66.6
-- timing repair --
action | 4_1_cts | 5_1_grt
pin swaps | 0 | 0
buffers inserted | 15 | 5
hold buffers | 0 | 0
setup endpoints to repair | 98 | 98
resized | 402 | 1
No activity file was given, so power comes from the tool's default toggle rates.
