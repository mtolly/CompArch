$ cat config.mk
export PLATFORM = sky130hd
export DESIGN_NAME = pipe_execute
export DESIGN_NICKNAME = pipe_execute
export VERILOG_FILES = /design/flow/design.v
export SDC_FILE = /design/flow/constraint.sdc
export NUM_CORES = 4
export LEC_CHECK = 1
export CORE_UTILIZATION = 40
$ cat constraint.sdc
current_design pipe_execute

set clk_period 1.1
set clk_io_pct 0.2

create_clock -name clk0 -period $clk_period [get_ports {clk}]

set non_clock_inputs [all_inputs -no_clocks]
set_input_delay [expr $clk_period * $clk_io_pct] -clock clk0 $non_clock_inputs
set_output_delay [expr $clk_period * $clk_io_pct] -clock clk0 [all_outputs]
$ cat design.v
module dff (q, d, clk, rst);
    output         q;
    input          d;
    input          clk;
    input          rst;
    reg            state;
    assign #(1) q = state;
    always @(posedge clk) begin
      state = rst? 0 : d;
    end
endmodule
module dffen(q, d, en, clk, rst);
  output q;
  input d;
  input en;
  input clk;
  input rst;
  dff dff(.q (q), .d (en ? d : q), .clk (clk), .rst (rst));
endmodule
module dffen16(q, d, clk, rst, en);
  output [15:0] q;
  input [15:0] d;
  input clk;
  input rst;
  input en;
  dffen dff0(.q (q[0]),  .d (d[0]),  .clk (clk), .rst (rst), .en (en));
  dffen dff1(.q (q[1]),  .d (d[1]),  .clk (clk), .rst (rst), .en (en));
  dffen dff2(.q (q[2]),  .d (d[2]),  .clk (clk), .rst (rst), .en (en));
  dffen dff3(.q (q[3]),  .d (d[3]),  .clk (clk), .rst (rst), .en (en));
  dffen dff4(.q (q[4]),  .d (d[4]),  .clk (clk), .rst (rst), .en (en));
  dffen dff5(.q (q[5]),  .d (d[5]),  .clk (clk), .rst (rst), .en (en));
  dffen dff6(.q (q[6]),  .d (d[6]),  .clk (clk), .rst (rst), .en (en));
  dffen dff7(.q (q[7]),  .d (d[7]),  .clk (clk), .rst (rst), .en (en));
  dffen dff8(.q (q[8]),  .d (d[8]),  .clk (clk), .rst (rst), .en (en));
  dffen dff9(.q (q[9]),  .d (d[9]),  .clk (clk), .rst (rst), .en (en));
  dffen dffA(.q (q[10]), .d (d[10]), .clk (clk), .rst (rst), .en (en));
  dffen dffB(.q (q[11]), .d (d[11]), .clk (clk), .rst (rst), .en (en));
  dffen dffC(.q (q[12]), .d (d[12]), .clk (clk), .rst (rst), .en (en));
  dffen dffD(.q (q[13]), .d (d[13]), .clk (clk), .rst (rst), .en (en));
  dffen dffE(.q (q[14]), .d (d[14]), .clk (clk), .rst (rst), .en (en));
  dffen dffF(.q (q[15]), .d (d[15]), .clk (clk), .rst (rst), .en (en));
endmodule
module dffen3(
	input [2:0] d,
	output [2:0] q,
	input en, clk, rst);
	dffen d0(.d (d[0]), .q (q[0]), .en (en), .rst (rst), .clk (clk));
	dffen d1(.d (d[1]), .q (q[1]), .en (en), .rst (rst), .clk (clk));
	dffen d2(.d (d[2]), .q (q[2]), .en (en), .rst (rst), .clk (clk));
endmodule 
module pipe_execute(
  input [15:0] d_PC_incr,
  input [15:0] d_PC_new,
  input [15:0] d_ALU_out,
  input [15:0] d_mem_write_data,
  input d_mem_read, d_mem_write, d_memtoreg,
  input clk, rst,
  input d_regwrite,
  input [2:0] d_writereg,
  input d_jumpl,
  input en,
  input d_halt,
  output q_jumpl,
  output [2:0] q_writereg,
  output q_regwrite,
  output [15:0] q_PC_incr,
  output [15:0] q_PC_new,
  output [15:0] q_ALU_out,
  output [15:0] q_mem_write_data,
	output q_halt,
  output q_mem_read, q_mem_write, q_memtoreg);
	dffen reghalt(.q (q_halt), .d (d_halt), .en (en), .clk (clk), .rst (rst));
  dffen regjumpl (.q (q_jumpl), .d (d_jumpl), .en (en), .clk (clk), .rst (rst));
  dffen3 regwritereg(.q (q_writereg), .d (d_writereg), .en (en), .clk (clk), .rst (rst));
  dffen regregwr(.q (q_regwrite), .d (d_regwrite), .en (en), .clk (clk), .rst (rst));
  dffen16 regpcincr (.q (q_PC_incr), .d (d_PC_incr), .en (en), .clk (clk), .rst (rst));
  dffen16 regpcnew (.q (q_PC_new), .d (d_PC_new), .en (en), .clk (clk), .rst (rst));
  dffen16 regaluout (.q (q_ALU_out), .d (d_ALU_out), .en (en), .clk (clk), .rst (rst));
  dffen16 regmemwrdata (.q (q_mem_write_data), .d (d_mem_write_data), .en (en), .clk (clk), .rst (rst));
  dffen regmemrd (.q (q_mem_read), .d (d_mem_read), .en (en), .clk (clk), .rst (rst));
  dffen regmemwr (.q (q_mem_write), .d (d_mem_write), .en (en), .clk (clk), .rst (rst));
  dffen regm2r (.q (q_memtoreg), .d (d_memtoreg), .en (en), .clk (clk), .rst (rst));
endmodule 
$ cat run.sh
#!/bin/bash
# OpenROAD 26Q1-2900-gdf79404cd8, Yosys 0.63+post, stock flow scripts
make -C /OpenROAD-flow-scripts/flow DESIGN_CONFIG=/design/flow/config.mk WORK_HOME=/design/flow/orfs finish
==> metrics.cfg <==
[timing]
layout_min_cycle_time_ns=1.06
slew_headroom_pct=82.4
tns_ns=0
worst_slew_pin_slew_ns=0.265
setup_viol=0
skew_ns=0
fmax_ghz=0.947
grt_setup_unrepaired=false
slew_viol_final=0
hold_viol_final=0
final.period_utilization_pct=96.0

[logic_synthesis]
synth.distinct_cells=7
edf_count=0
ys_cells=302
top_area_cell=dfxtp_1
flop_cell=dfxtp_1
synth_area_mm2=0.00316
ys_sh_mux_pct=23.1
synth_cells=302
synth_async_sr_flop_share_pct=0
syn_avg_cell_area_um2=10.5
top_logic_kind=multiplexers
yosys-top-cells-count=dfxtp_1, mux2i_1, nor2_1
synth_chip_area_mm2=0.00316
synth_warnings=1
yosys.stat.seqShare_pct=46.2
topCellsByArea=dfxtp_1, mux2i_1, buf_4
adder_share_pct=0
synthXorXnorAreaFrac_pct=0
yosys.area_share.simple_pct=8.67
synth_flops=73
synthAoiAreaFrac_pct=0
netlist.area_leader.share_pct=46.2

[outcome]
outcome=complete, no violations

[route]
wl_met1_mm=2.89
drtPass1Iterations=4
routed.top_layer=met4
drt-initial-drc-count=40
met3_length_um=573
wl_met2_mm=2.61
diodes=0
num_vias=2121
wire_per_inst_um=12.6
totalWireLength_mm=6.22
postRouteAntennaNets=0
viasPerCell=4.31
drc=0

[cts]
clock-root-buffer=clkbuf_8
clkTransAtPathRegs_ns=0.08
cts_hold_buf=0
cts_buffers=9
clkLatencyLatePin_ns=0.33
cts_tree=built
clk_path_buf_depth=2
cts.sinks=73
htree_levels=3

[placed_design]
post-dp-hpwl_mm=4.29
place_area_mm2=0.00418
gp_congestion=0.785
portBuffers=148

[worst_setup_path]
cp_cell_sequence=clkdlybuf4s15_1
path_buffers=1
path_class=register to output pin
start_kind=register
critPathMaxFanout=2
critPathRequiredTime_ns=0.88
crit_path_end_kind=output pin
crit_path_top_delay_cell=dfxtp_2
worstPathArrival_ns=0.84
slowest_delay_ns=0.33
cp_top_family=flip-flops

[global_routing]
grt_start_max_net_pins=30
antenna_found_initial=0
gr-usage-all-layers_pct=15.6
grt_pass1_wl_mm=10.1
overflow=0
grt_pass1_vias=2055

[min_path]
hold_class=input pin to register

[run]
cap_violations=0
warning_count=25

[floorplan]
io_pins=149
fp_util_pct=41.1
core_area_mm2=0.00769
die_h_um=90.9
chipArea_mm2=0.00826
die_w_um=90.9
rows=32

[power_and_ir_drop]
p_comb_share_pct=14.0
power.leakage_nw=1.99
p_clk_share_pct=37.9
powerDensity_mw_per_mm2=1360
pwr-share-seq_pct=48.1
switching_share_pct=21.4
internal_power_w=0.00474
netSwitchingPower_w=0.00129
vdd_drop_max_uv=669

[cells_and_area]
num-fill-cells=687
final_layout_size_suffix_gt1_share_pct=28.7
area_growth_pct=40.1
fin_area_mm2=0.00443

==> per-stage QoR <==
stage	worst slack [ns]	cells	util (%)	hold WS [ns]	total power [W]
3_5_place_dp	0.0703	476	54.4	0.480	0.00386
5_1_grt	0.0000636	492	57.6	0.229	0.00635
6_report	0.0444	492	57.6	0.223	0.00603
2_1_floorplan	0.249	302	-	0.367	0.00344
4_1_cts	0.00612	492	58.5	0.210	0.00615
3_3_place_gp	0.0756	476	54.4	0.472	0.00385
==> what timing repair did <==
item,in CTS,in global routing
resized,219,14
endpoints found under the hold margin,0,0
endpoints found under the setup margin,73,14
buffers inserted,1,0
==> layout by cell type (no fill, tap or decap) <==
cell             netlist  routed
buf_12                 8       5
buf_2                  0       1
buf_4                 67       4
bufinv_16              0       2
clkbuf_2               1      14
clkbuf_8               0      10
clkdlybuf4s15_1        0      59
clkdlybuf4s50_1        0      73
clkinv_2               0       1
clkinvlp_4             0       2
dfxtp_2                0      73
mux2i_1               73      73
nor2_1                73      73
==> per-layer routing <==
layer  global-route usage [%]  up-vias
li1                         -     1072
met1                     23.7      942
met2                     22.9       94
met3                     4.46       13
met4                     3.04        0
met5                        0        -
==> worst reg2reg max path: stages (launching register included) <==
cell,delay (ns)
dfxtp_2,0.32
buf_4,0.12
mux2i_1,0.12
nor2_1,0.05
==> path summary, 6_finish.rpt <==
path,start,to,slack (ns),depth (start not counted)
max,regm2r.dff.state$_SDFFE_PP0P_,q_memtoreg,0.04,1
min,rst,regpcnew.dffD.dff.state$_SDFFE_PP0P_,0.22,2
max reg2reg,regaluout.dff7.dff.state$_SDFFE_PP0P_,regaluout.dff7.dff.state$_SDFFE_PP0P_,0.39,3
min reg2reg,regmemrd.dff.state$_SDFFE_PP0P_,regmemrd.dff.state$_SDFFE_PP0P_,0.48,2
==> power by group through the flow <==
stage	Combinational, W	Clock (W)	Sequential, W
global route	0.000923	0.00251	0.00292
CTS	0.000872	0.00237	0.00290
finish	0.000842	0.00228	0.00290
==> cells by family after synthesis <==
logic type / Yosys count
and+or+nand+nor: 73
buffers and inverters: 83
DFF: 73
muxes: 73
==> area by class of cell <==
type                    instances  area [µm²]  share of cell area, %
flip-flops and latches         73        1550                   35.1
repair buffers                156        1530                   34.5
multi-input cells             146        1000                   22.7
clock buffers                  10         138                   3.11
well taps                     102         128                   2.88
clock inverters                 5        80.1                   1.81
Power is estimated from default activity; no workload was simulated.
